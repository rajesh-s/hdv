--- flow/config.mk ---
export PLATFORM = sky130hd
export DESIGN_NAME = example_4
export DESIGN_NICKNAME = example_4
export VERILOG_FILES = /design/flow/design.v
export SDC_FILE = /design/flow/constraint.sdc
export NUM_CORES = 4
export LEC_CHECK = 1
export CORE_UTILIZATION = 40
--- flow/constraint.sdc ---
current_design example_4

set clk_period 7.4
set clk_io_pct 0.2

create_clock -name clk0 -period $clk_period [get_ports {clk}]

set non_clock_inputs [all_inputs -no_clocks]
set_input_delay [expr $clk_period * $clk_io_pct] -clock clk0 $non_clock_inputs
set_output_delay [expr $clk_period * $clk_io_pct] -clock clk0 [all_outputs]
--- flow/design.v ---
interface intf;
bit [2:0]a,b;
bit [2:0]s;bit c;
modport drv(output a,b);
modport mon(input s,c);
endinterface
module example_4(
input clk,req,
output reg grant);
integer count = 1'b0, countdown;
always@(posedge clk)
begin
	if(req)
	begin
		count = count + 1;
		countdown =4 ;
 	end
	else if(count == 2)
	begin
		countdown = countdown - 1'b1;
		if(countdown == 1'b0)
		begin
			grant = 1'b1;
			count = 1'b0;
		end
	end
	else
		grant = 1'b0;
end
endmodule
--- flow/run.sh ---
#!/bin/bash
# OpenROAD 26Q1-2900-gdf79404cd8, Yosys 0.63+post, stock flow scripts
make -C /OpenROAD-flow-scripts/flow DESIGN_CONFIG=/design/flow/config.mk WORK_HOME=/design/flow/orfs finish
==> reports/summary.log <==
qor: status.run_status completed
qor: worst_setup_path.critPathSlowestCell sky130_fd_sc_hd__nor4_1
qor: global_route.grt_util_all_layers 0.160
qor: drt.num_antenna_cells 0
qor: drt.detail_route.wirelength 6480 um
qor: synthesis.synth-edff-count 33
qor: cells_and_area.post_route_cells_drive_above_1_share 0.0777
qor: synthesis.synthFlopType sky130_fd_sc_hd__edfxtp_1
qor: power_and_ir_drop.powerDensity 195 nW/um^2
qor: drt.drt-vias-per-instance 5.25
qor: clock_network.tritoncts.num_buffers 9
qor: timing.worst_slew_pin_slew 0.691 ns
qor: synthesis.yosys_warnings 1
qor: worst_setup_path.crit_start countdown[13]$_SDFFE_PP0P_
qor: worst_setup_path.critical_path_class flip-flop to flip-flop
qor: power_and_ir_drop.seqPwrFrac 0.537
qor: worst_hold_path.hold_path.class flip-flop to flip-flop
qor: clock_network.path_clk_slew 0.07 ns
qor: worst_setup_path.critical_path.cell_chain nor4_1 > nand4_1 > nor4b_1 > xor2_1 > or4_1 > o21bai_2 > buf_4
qor: worst_setup_path.end_kind flip-flop
qor: worst_setup_path.worstPathMaxFanout 32
qor: worst_hold_path.timing.hold.worst_path_depth 2
qor: power_and_ir_drop.netSwitchingPower 155 uW
qor: synthesis.synthesized_registers 65
qor: timing.report.final.slew_viol_count 0
qor: timing.setup_viol 0
qor: synthesis.netlist_area 3500 um^2
qor: power_and_ir_drop.power.static_leakage 1.36 nW
qor: timing.rsz0062_at_grt no
qor: worst_setup_path.critPathBufInv 1
qor: clock_network.cts-htree-levels 3
qor: job.warning_count 27
qor: place.finalWeightedCongestion 0.857
qor: worst_setup_path.critPathMaxStageDelay 0.57 ns
qor: synthesis.netlist_instances 362
qor: place.dp_hpwl 4290 um
qor: synthesis.synth-area-yosys 3500 um^2
qor: worst_setup_path.cp.depth 7
qor: synthesis.synth_area_per_cell 9.67 um^2
qor: place.dpl-instance-area 3630 um^2
qor: cells_and_area.stdcell_area 3850 um^2
qor: worst_setup_path.crit_required 7.39 ns
qor: global_route.grt_max_degree 67
qor: synthesis.async_flop_share 0
qor: synthesis.biggest_area_consumer_among_synthesized_cells sky130_fd_sc_hd__edfxtp_1
qor: clock_network.holdBufCountCts 0
qor: timing.finalSetupTns 0 ns
qor: drt.overall_via_count_from_detail_route 2509
qor: floorplanning.io_pins 3
qor: drt.detail-route-antenna-nets 0
qor: drt.routedWlPerCell 13.5 um
qor: timing.max_freq 0.317 GHz
qor: clock_network.clk_path_buf_depth 2
qor: drt.remaining_drc_errors 0
qor: synthesis.ys_types 40
qor: cells_and_area.syn_to_final_growth 9.97%
qor: synthesis.synth_largest_type_area_fraction 0.283
qor: job.cap_violations 0
qor: timing.finalCriticalPeriod 3.15 ns
qor: floorplanning.fp-utilization 0.420
qor: power_and_ir_drop.power.clock.fraction 0.426
qor: clock_network.tritoncts yes
qor: synthesis.yosysCellCount 362
qor: floorplanning.core-area 8340 um^2
qor: cells_and_area.fillCellCount 765
qor: timing.part_of_the_cycle_the_worst_path_needs 0.426
qor: place.io_buffers 2
qor: power_and_ir_drop.power.share.combinational 0.038
qor: power_and_ir_drop.power.internal 597 uW
qor: drt.drtPass1Iterations 4
qor: worst_setup_path.crit_family simple AND/OR/NAND/NOR gates
qor: floorplanning.die-height 95.5 um
qor: clock_network.post_cts_buffers 0
qor: global_route.first_global_vias 2316
qor: floorplanning.die_w 95.5 um
qor: power_and_ir_drop.peakVddDrop 0.0895 mV
qor: floorplanning.die-area 9130 um^2
qor: worst_setup_path.worst_r2r_startpoint countdown[13]$_SDFFE_PP0P_
qor: synthesis.seq_area_frac_synth 0.466
qor: clock_network.postCtsResizedCells 0
qor: worst_setup_path.worst_setup_path_start_kind flip-flop
qor: global_route.overflow 0
qor: clock_network.clock_insertion_delay_worst_skew 0.34 ns
qor: synthesis.synthTopCellsByArea sky130_fd_sc_hd__edfxtp_1 (28%), sky130_fd_sc_hd__dfxtp_1 (18%), sky130_fd_sc_hd__xor2_1 (8.3%)
qor: clock_network.ctsRootBufferMaster sky130_fd_sc_hd__clkbuf_8
qor: global_route.wire_length_of_the_first_global_routing_pass 11100 um
qor: worst_setup_path.worstRegToRegCells 7
qor: timing.total_count_of_hold_check_failures_in_the_final_report 0
qor: worst_hold_path.holdCritStartpoint countdown[15]$_SDFFE_PP0P_
qor: timing.finClkSkew 0.00911 ns
qor: timing.slew-limit-headroom 0.535
qor: worst_setup_path.signal_arrival_time_at_the_worst_endpoint 3.14 ns
qor: floorplanning.fp-row-count 33
qor: drt.drt-initial-drc-count 155
qor: global_route.grt_antenna_before_repair 0
qor: power_and_ir_drop.p_sw_frac 0.206
qor: clock_network.cts_num_sinks 65
[per-layer routing]
metal | vias up | GRT usage | routed length [um]
met1 | 1162 | 0.275 | 3440
li1 | 1293 | - | -
met2 | 42 | 0.218 | 2590
met4 | 0 | 0.0286 | 124
met3 | 12 | 0.0300 | 317
met5 | - | 0 | 0
[cell usage after synthesis, types with 3 or more instances]
cell / count
sky130_fd_sc_hd__or3_1: 4
sky130_fd_sc_hd__nor2_1: 48
sky130_fd_sc_hd__edfxtp_1: 33
sky130_fd_sc_hd__dfxtp_1: 32
sky130_fd_sc_hd__clkbuf_1: 10
sky130_fd_sc_hd__inv_1: 4
sky130_fd_sc_hd__nand4_1: 16
sky130_fd_sc_hd__xnor2_1: 31
sky130_fd_sc_hd__and4_1: 3
sky130_fd_sc_hd__nor4_1: 18
sky130_fd_sc_hd__or4_1: 4
sky130_fd_sc_hd__and2_1: 29
sky130_fd_sc_hd__nor2b_1: 5
sky130_fd_sc_hd__nand3_1: 16
sky130_fd_sc_hd__nand2_1: 23
sky130_fd_sc_hd__xor2_1: 33
sky130_fd_sc_hd__and3_1: 7
sky130_fd_sc_hd__nor3_1: 13
sky130_fd_sc_hd__nand3b_1: 3
sky130_fd_sc_hd__ha_1: 4
[per-stage QoR]
step / power, mW / cells / setup WS, ns / hold slack [ns] / utilization
floorplan: 0.431 / 362 / 3.43 / 0.465 / -
global placement: 0.439 / 462 / 4.34 / 0.487 / 0.435
detailed placement: 0.440 / 462 / 4.23 / 0.489 / 0.435
CTS: 0.762 / 478 / 4.21 / 0.497 / 0.461
global route: 0.782 / 478 / 3.99 / 0.534 / 0.461
finish: 0.752 / 478 / 4.25 / 0.496 / 0.461
[path summary, 6_finish.rpt]
check	to	slack [ns]
worst max-delay path	count[4]$_SDFFCE_PN0P_	4.25
worst min-delay path	countdown[15]$_SDFFE_PP0P_	0.50
worst max register to register	count[4]$_SDFFCE_PN0P_	4.25
worst min register to register	countdown[15]$_SDFFE_PP0P_	0.50
[state kept, by name (all words and copies together), names as in the netlist]
name,flops
countdown,32
count,32
grant,1
[tightest hold or removal path, delay by kind of cell, from the launching register on]
kind           cells  cell delay (ns)
flip-flops         1             0.33
AND-OR/OR-AND      2             0.12
[final cells by class]
class | count | area [um^2] | share of cell area
Sequential cell | 65 | 1630 | 0.424
Tap cell | 105 | 131 | 0.0341
Multi-Input combinational cell | 281 | 1800 | 0.469
Inverter | 5 | 18.8 | 0.00488
Clock inverter | 2 | 35.0 | 0.00910
Clock buffer | 14 | 183 | 0.0475
Timing Repair Buffer | 6 | 45.0 | 0.0117
[kinds of logic (layout without fill, tap and decap cells)]
| group | Yosys count | in the layout | share of synthesized area |
|---|---|---|---|
| compound gates | 12 | 12 | 0.0261 |
| xor+xnor | 64 | 64 | 0.160 |
| fa+ha+maj | 4 | 4 | 0.0143 |
| buf+inv | 16 | 27 | 0.0193 |
| flops | 65 | 65 | 0.466 |
| simple gates | 201 | 201 | 0.314 |
[power groups by stage]
| stage | clock network, mW | registers [mW] | logic, mW |
|---|---|---|---|
| CTS | 0.330 | 0.403 | 0.0289 |
| finish | 0.320 | 0.403 | 0.0284 |
| global route | 0.345 | 0.405 | 0.0326 |
[cells in the final DEF, fill, tap and decap left out, types with 16 or more instances in the layout]
cell / count
sky130_fd_sc_hd__xnor2_1: 31
sky130_fd_sc_hd__nor4_1: 18
sky130_fd_sc_hd__nand2_1: 23
sky130_fd_sc_hd__edfxtp_1: 33
sky130_fd_sc_hd__nand4_1: 16
sky130_fd_sc_hd__nor2_1: 48
sky130_fd_sc_hd__xor2_1: 33
sky130_fd_sc_hd__and2_1: 29
sky130_fd_sc_hd__dfxtp_1: 32
sky130_fd_sc_hd__nand3_1: 16
Power is estimated from default activity; no workload was simulated.
